==> /design/flow/run.sh <==
#!/bin/bash
# OpenROAD 26Q1-2900-gdf79404cd8, Yosys 0.63+post, stock flow scripts
make -C /OpenROAD-flow-scripts/flow DESIGN_CONFIG=/design/flow/config.mk WORK_HOME=/design/flow/orfs finish
==> /design/flow/config.mk <==
export PLATFORM = sky130hd
export DESIGN_NAME = day11
export DESIGN_NICKNAME = day11
export VERILOG_FILES = /design/flow/design.v
export SDC_FILE = /design/flow/constraint.sdc
export NUM_CORES = 4
export LEC_CHECK = 1
export CORE_AREA = 10 10 70 70
export DIE_AREA = 0 0 80 80
==> /design/flow/constraint.sdc <==
current_design day11

set clk_period 1.6
set clk_io_pct 0.2

create_clock -name clk0 -period $clk_period [get_ports {clk}]

set non_clock_inputs [all_inputs -no_clocks]
set_input_delay [expr $clk_period * $clk_io_pct] -clock clk0 $non_clock_inputs
set_output_delay [expr $clk_period * $clk_io_pct] -clock clk0 [all_outputs]
==> /design/flow/design.v <==
module day11 (
  input     wire      clk,
  input     wire      reset,
  output    wire      empty_o,
  input     wire[3:0] parallel_i,
  output    wire      serial_o,
  output    wire      valid_o
);
  reg [3:0] shift_reg;
  reg [2:0]counter;
  reg valid;
  always@(posedge clk or posedge reset)
    begin
      if(reset)
        begin
          shift_reg <=4'b0;
          counter<=3'b0;
          valid<=1'b0;
        end
      else if(counter==0)
        begin
          shift_reg<=parallel_i;
          counter<=3'b100;
          valid<=1'b1;
        end
      else
        begin
          shift_reg<={1'b0,shift_reg[3:1]};
       counter<=counter-1;
        end
    end
  assign serial_o=shift_reg[0];
  assign empty_o=(counter==0);
  assign valid_o=valid;
endmodule
==> run notes <==
yosys + openroad results -> GRT overflow=0, Cells after Synth=22, hold crit path type=in2async, drt total wl=587 um, Top Layout Cells=8 x dfrtp_1, 7 x clkdlybuf4s50_1, 4 x buf_4, diodes inserted=0, CP arrival=1130 ps, non-filler cells, final=83, IO Pins=9, Die Y=80 um, synth warn=1, Mapped Area=304 um^2, cycle use final=90.8%, Yosys reg bits=8, Logic area=around 98 um^2, first-pass detailed-route iteration total=2, cell accounting for the most synthesized area=dfrtp_1, crit path launch type=register, CTS Buf Count=3, Tmin final=about 1500 ps, GRT Total Usage=around 2.2%, Pwr per Cell Area=around 740 nW/um^2, Max VDD drop=0.170 mV, cell row count=21, commonest non-fill, non-tap cell in the layout=dfrtp_1, root buffer cell=clkbuf_4, Max Clock Skew=8.80 ps, Setup-failing EPs final=0, max reg flops=4, outcome=complete, no violations, RSZ-0062 raised after global routing=no, hold slack=306 ps, area fraction of the dominant cell type after synthesis=65.8%, pre-CTS setup slack=124 ps, critical path class=reg2out, highest clock rate=689 MHz, Die X=80 um, Final Slew Violations=0, Max-cap violations=0, FP Util=~8.9%, YS chip area=304 um^2, Core Region=3420 um^2, Fin. Hold Viols=0, register area share after synthesis=65.8%, DRC violations left=0, CTS H-tree depth=1, fillcell total=394, Yosys cell types=9, worst-path maximum fanout=2, Top cells by area=dfrtp_1 66%, mux2_1 11%, ha_1 8.2%, inv_1 3.7%, a21bo_1 3.3%, ANT nets after route=0, RD Place Congestion=roughly 0.66, Final WS setup=about 150 ps, Initial DRC Count=11, cell count after placement=about 80, via count=just over 200, Area Overhead vs Synth=63.8%, setup TNS=0 ps, share of layout cells above drive strength 1=24.3%, initial antenna violation count=0, Flop area=200 um^2, CTS sink count=8, first-pass GRT wire length=1020 um, Via density=2.48, Mapped Avg Cell Area=13.8 um^2, TritonCTS clock tree=yes, number of global-route vias before repair=262, Late-Pin Clk Latency=250 ps, critical path endpoint category=output port, largest net degree at the start of global routing=9, DIE AREA=between 6000 and 7000 um^2, Max Buffers Root-to-Sink=2, static leakage=0.000236 uW, slew margin rel.=slightly above 80%, hold bufs inserted after CTS=0, Routed WL per cell=approximately 7.1 um, cell count in the Yosys report=22, worst slew pin tran=286 ps, clock input transition at the sequential cells of the worst setup and hold paths=50 ps, Worst R2R Path Depth=5, Port Buffers=8, OpenROAD warnings=26, worst endpoint required time=1280 ps
-- final timing paths --
kind / startpoint / end / slack (ps)
max: counter[0]$_DFF_PP0_ / empty_o / 150
min: reset / shift_reg[0]$_DFF_PP0_ / 310
max reg2reg: counter[0]$_DFF_PP0_ / shift_reg[1]$_DFF_PP0_ / 270
min reg2reg: shift_reg[1]$_DFF_PP0_ / shift_reg[0]$_DFF_PP0_ / 450
max in group asynchronous: reset / shift_reg[2]$_DFF_PP0_ / 1060
min in group clk0: shift_reg[1]$_DFF_PP0_ / shift_reg[0]$_DFF_PP0_ / 450
-- power by group --
group          total (uW)  leakage (uW)  internal (uW)  switching [uW]
combinational        19.2      0.000125           13.5            5.73
clock                 145     0.0000138           85.2            59.5
sequential            206     0.0000978            205           0.487
-- cell families (layout without fill, tap and decap cells) --
family	Yosys count	in the layout	synth area share, %
buffers and inverters	3	18	3.70
AOI/OAI and AO/OA	1	1	3.29
DFF	8	8	65.8
adders and majority gates	2	2	8.23
and+or+nand+nor	5	5	7.82
muxes	3	3	11.1
-- cell usage after synthesis, drive strengths merged --
cell type  instances
dfrtp              8
inv                3
mux2               3
ha                 2
nor2               2
a21bo              1
and2               1
nand2              1
or2                1
-- per-stage QoR --
stage | total power (uW) | utilization (%) | cell area (um^2)
after CTS | 379 | 14.6 | 498
after global routing | 391 | 14.6 | 498
after floorplan | 213 | - | 304
final | 370 | 14.6 | 498
after detailed placement | 229 | 13.4 | 457
after global placement | 229 | 13.4 | 457
-- final cells by class --
| type | instances | share of cell area (%) |
|---|---|---|
| Timing Repair Buffer | 12 | 21.9 |
| Tap cell | 46 | 11.6 |
| Sequential cell | 8 | 40.2 |
| Multi-Input combinational cell | 11 | 19.6 |
| Inverter | 3 | 2.26 |
| Clock buffer | 3 | 4.52 |
-- layer usage --
metal  global-route usage, %  wire (um)  up-vias
li1                        -          -      100
met1                    1.49        193       98
met2                    3.69        284        6
met3                    2.50         96        2
met4                   0.528         13        0
met5                       0          0        -
-- critical path: stages (launching register included) --
cell and delay, ps:
dfrtp_1 380, nor2_2 130, ha_2 180, dlygate4sd2_1 200
-- repair_timing --
action	in CTS	in global routing
setup endpoints to repair	1	0
setup buffers	2	0
resized	3	0
Power figures rest on the tool's default switching activity, not on a simulated workload.
