File: design/flow/design.v
module day8#(
  parameter BIN_W       = 4,
  parameter ONE_HOT_W   = 16
)(
  input   wire[BIN_W-1:0]     bin_i,
  output  wire[ONE_HOT_W-1:0] one_hot_o
);
  assign one_hot_o = 1<< bin_i;
endmodule
File: design/flow/run.sh
#!/bin/bash
# OpenROAD 26Q1-2900-gdf79404cd8, Yosys 0.63+post, stock flow scripts
make -C /OpenROAD-flow-scripts/flow DESIGN_CONFIG=/design/flow/config.mk WORK_HOME=/design/flow/orfs finish
File: design/flow/config.mk
export PLATFORM = sky130hd
export DESIGN_NAME = day8
export DESIGN_NICKNAME = day8
export VERILOG_FILES = /design/flow/design.v
export SDC_FILE = /design/flow/constraint.sdc
export NUM_CORES = 4
export LEC_CHECK = 1
export CORE_AREA = 10 10 70 70
export DIE_AREA = 0 0 80 80
File: design/flow/constraint.sdc
current_design day8

set clk_period 1.0
set clk_io_pct 0.2

create_clock -name clk0 -period $clk_period

set non_clock_inputs [all_inputs -no_clocks]
set_input_delay [expr $clk_period * $clk_io_pct] -clock clk0 $non_clock_inputs
set_output_delay [expr $clk_period * $clk_io_pct] -clock clk0 [all_outputs]
==> run summary <==
run metrics: status=finished, violations left, failing checks=negative setup slack, Comb area=240 um2, Stages on worst setup path=5, gr usage total=3.83%, routed wire length=1.39 mm, Area leader share=33.1%, Setup crit end=one_hot_o[1], Ports=20, cells along the critical path=buf_8, buf_6, buf_6, nor4b_4, buf_2, Unique cell types=6, vias=343, critical path's largest stage delay=0.27 ns, kind of cell adding the most delay to the critical path=buffers and inverters, Net Sw Power=0.0846 mW, first-pass GRT wire length=1.98 mm, most numerous logic cells after layout=buf_6 (16), buf_2 (15), and4bb_2 (6), buf_4 (6), number of global-route vias before repair=344, synthesized area per cell=11.3 um2, Worst slew margin=86.4%, GRT Residual Overflow=0, Reg area=0 um2, ys cells=20, Final Setup Violations=13, Crit path top cell by count=buf_6, DRC=0, Tmin final=1.14 ns, Worst-Margin Slew=0.203 ns, drt via density=3.24, Pint=0.156 mW, CP startpoint=bin_i[1], Critical Path AT=0.94 ns, Yosys Chip Area=226 um2, post-place setup slack=-0.800 ns, most used logic cell in the final layout=buf_6, Layout Utilization=21.0%, ANT nets after route=0, Clock Power Share=0%, CP max FO=6, CP Buf/Inv Count=4, Worst EP required=0.80 ns, Pre-antenna DRT Iters=2, endpoints failing hold=0, worst vdd ir=0.149 mV, largest net degree at the start of global routing=9, FP Util=6.63%, post-route clock period utilization=114%, Synth area leaders=and4bb_2 (33%), nor4b_2 (27%), and4b_1 (18%), unrepaired setup endpoints after global routing=yes, Cell Pwr Density=337 nW/um2, final-layout clock buffer total=0, combinational share of power=100.0%, sequential fraction of the synthesis area=0%, Core ar.=3420 um2, FILL cells=368, area leader, netlist=and4bb_2, switching share of power=35.1%, Crit Path Class=in2out, hpwl dp=634 um, die area=6400 um2, max-cap violation count=0, Die X=80 um, total power=0.241 mW, Mapped Cells=20, startpoint types=primary input, critical path's slowest cell=nor4b_4, WHS=0.765 ns, Layout area overhead=216%, flip-flop and latch count=0, layout cells sized above 1=90.0%, Port Buf Inserts=20, Flop pwr share=0%, Min-Delay Path Class=in2out, Starting DRT DRC Count=17, Synth Cell Area=226 um2, maximum clock rate=0.874 GHz, WL/cell=13.1 um, Die H=80 um, Ys Warns=0, Log Warnings=34, antenna violations before repair=0, Final Max Slew Viols=0, LEAKAGE=0.346 nW, Final GP Congestion=0.721, final worst-path setup slack=-0.144 ns, Post-CTS Hold Buffers=0, # rows=21, Ant. Diodes=0, crit end category=primary output
## cell usage after synthesis
cell type / count
buf_4: 4
nor4b_2: 4
and4_1: 1
nor4_2: 1
and4bb_2: 6
and4b_1: 4
## kinds of logic after synthesis
kind of cell	synth area share [%]
buf+inv	13.3
simple gates	86.7
## metal layers
| metal | GRT usage [%] | share of wire (%) | up-vias |
|---|---|---|---|
| met5 | 0 | 0 | - |
| li1 | - | - | 169 |
| met4 | 0 | 0 | 0 |
| met2 | 3.93 | 34 | 20 |
| met1 | 6.86 | 56 | 154 |
| met3 | 1.48 | 9.9 | 0 |
## worst min-delay path by stage
stage | startpoint | end | slack [ns] | depth (start not counted)
global route | bin_i[0] | one_hot_o[4] | 0.78 | 4
finish | bin_i[0] | one_hot_o[4] | 0.77 | 4
CTS | bin_i[0] | one_hot_o[4] | 0.75 | 4
## final cells by class
| class | count | share of cell area [%] |
|---|---|---|
| multi-input cells | 16 | 33.6 |
| well taps | 46 | 8.04 |
| repair buffers | 44 | 58.4 |
## what timing repair did
action / in CTS / in global routing
buffers inserted: 14 / 3
resized: 89 / 10
cloned: 4 / 0
endpoints found under the setup margin: 16 / 13
pin swaps: 9 / 5
## stage by stage
stage | std cells | cell area [um2] | setup TNS [ns]
final | 106 | 716 | -1.16
after global routing | 106 | 716 | -1.64
after CTS | 104 | 647 | -0.973
after detailed placement | 86 | 497 | -12.00
after global placement | 86 | 497 | -12.14
after floorplan | 20 | 226 | 0
## power by group through the flow
stage                 registers, mW  clock network, mW  logic (mW)
final                             0                  0       0.241
after global routing              0                  0       0.257
after CTS                         0                  0       0.207
Power is estimated from default activity; no workload was simulated.
