==> flow/design.v <==
module day4 (
  input     logic [7:0]   a_i,
  input     logic [7:0]   b_i,
  input     logic [2:0]   op_i,
  output    logic [7:0]   alu_o
);
  logic [7:0] r ;
  always @(*)
    begin
  case (op_i)
    3'b000: r=a_i + b_i;
    3'b001: r=a_i - b_i;
    3'b010: r=a_i << b_i[2:0];
    3'b011: r=a_i >> b_i[2:0];
    3'b100: r=a_i & b_i;
    3'b101: r=a_i | b_i;
    3'b110:r=a_i ^ b_i;
    3'b111:r=(a_i==b_i)? 8'b1:8'b0;
    default: r=8'b0;
  endcase
  end
     assign alu_o=r;
endmodule
==> flow/run.sh <==
#!/bin/bash
# OpenROAD 26Q1-2900-gdf79404cd8, Yosys 0.63+post, stock flow scripts
make -C /OpenROAD-flow-scripts/flow DESIGN_CONFIG=/design/flow/config.mk WORK_HOME=/design/flow/orfs finish
==> flow/config.mk <==
export PLATFORM = sky130hd
export DESIGN_NAME = day4
export DESIGN_NICKNAME = day4
export VERILOG_FILES = /design/flow/design.v
export SDC_FILE = /design/flow/constraint.sdc
export NUM_CORES = 4
export LEC_CHECK = 1
export CORE_AREA = 10 10 90 90
export DIE_AREA = 0 0 100 100
==> flow/constraint.sdc <==
current_design day4

set clk_period 3.3
set clk_io_pct 0.2

create_clock -name clk0 -period $clk_period

set non_clock_inputs [all_inputs -no_clocks]
set_input_delay [expr $clk_period * $clk_io_pct] -clock clk0 $non_clock_inputs
set_output_delay [expr $clk_period * $clk_io_pct] -clock clk0 [all_outputs]
==> impl_metrics.tcl <==
# implementation run metrics
set metrics [dict create \
    num_vias 1992 \
    flops 0 \
    min_path_cells 6 \
    die_w_um 100 \
    grt_max_degree 16 \
    startpoint_type "input pin" \
    cp_max_fo 7 \
    final_core_util_pct 45.1 \
    vdd_drop_max_mv 0.0644 \
    num_rows 29 \
    syn_avg_cell_area_um2 7.55 \
    synthCells 220 \
    fill_cells 592 \
    hold_viol_final 0 \
    cp.arrival_ns 2.56 \
    switching_power_mw 0.197 \
    leakage_nw 1.32 \
    synth_area_um2 1660 \
    drt.antenna.violating_nets 0 \
    mux_area_share_pct 16.4 \
    top_area_share_pct 18.1 \
    grt_pass1_vias 1976 \
    regArea_um2 0 \
    timing.fmax_mhz 310 \
    worstMarginPinSlew_ns 0.398 \
    synthTopCellsByArea "ha_1, mux2i_1, inv_1, mux4_2, nor2_1" \
    io_pins 27 \
    critPathKind "input pin to primary output" \
    gp_congestion 0.928 \
    slew_violations 0 \
    internal_power_mw 0.233 \
    p_sw_share_pct 45.8 \
    grt_pass1_wl_mm 9.92 \
    synth_cell_types 54 \
    routed_via_density 5.07 \
    min_period_ns 3.22 \
    dr.pass1.iters 4 \
    logic_area_um2 1720 \
    tool_warnings 49 \
    worst_setup_path_end_kind "primary output" \
    maxCapViolations 0 \
    powerDensity_nw_per_um2 152 \
    combPwrFrac_pct 100.0 \
    portBuffers 27 \
    n_clock_buffer 0 \
    whs_ns 2.00 \
    ys_seq_share_pct 0 \
    status "finished, final reports clean" \
    adder_share_pct 20.5 \
    fin_crit_sh_pct 97.7 \
    die_height_um 100 \
    routed_wl_mm 5.95 \
    drc 0 \
    ys_sh_xor_pct 3.16 \
    syn2layout_area_growth_pct 70.5 \
    finalSetupViolCount 0 \
    die_area_um2 10000 \
    yosysCellCount 220 \
    share_seq_of_total_power_pct 0 \
    aoi_share_pct 27.9 \
    dp_hpwl_mm 4.64 \
    grt_remaining_overflow 0 \
    antenna_found_initial 0 \
    synthSimpleGateAreaFrac_pct 20.9 \
    core_area_um2 6280 \
    relSlewSlack_pct 73.2 \
    cp_data_required_time_ns 2.64 \
    grt_usage_pct 11.7 \
    core_util_floorplan_pct 26.5 \
    largest_area_cell "ha_1" \
    logic_family "AND-OR/OR-AND gates" \
    drive_gt1_share_pct 47.8 \
    ys_area_um2 1660 \
    ys.warnings.count 1 \
    clkPwrFrac_pct 0 \
    insertedDiodeCount 0 \
    drt_iter0_markers 132 \
    wire_per_inst_um 15.1 \
    min_path_type "input pin to primary output" \
]
## routing by layer
metal | share of wire [%] | wire length (um) | vias to the layer above | global-route usage (%)
li1 | - | - | 1008 | -
met1 | 46 | 2750 | 929 | 16.2
met2 | 49 | 2910 | 53 | 20.5
met3 | 4.8 | 284 | 2 | 0.972
met4 | 0.13 | 8 | 0 | 0.435
met5 | 0 | 0 | - | 0
## metrics by stage
step                      worst slack, ns  instance area [um^2]  std cells  power, mW  TNS [ns]
after global placement             -0.677                  2480        380      0.370     -4.06
after detailed placement           -0.705                  2480        380      0.371     -4.14
after floorplan                    0.0484                  1660        220      0.191         0
after CTS                          -0.122                  2770        393      0.417    -0.122
final                              0.0755                  2830        393      0.430         0
after global routing              -0.0159                  2830        393      0.469   -0.0159
## cell usage in the layout, fill, tap and decap left out, types with 3 or more instances in the layout
master           instances
dlygate4sd2_1            9
nor2_1                  17
mux4_2                   5
inv_2                    9
nand2_1                  8
o21ai_0                 10
buf_6                    8
a21oi_1                 10
ha_2                     4
mux2i_1                 10
dlymetal6s2s_1           3
o21ai_1                  4
ha_1                    13
and4_1                   3
buf_2                    5
xor2_1                   4
clkdlybuf4s15_1          3
a22oi_1                  5
nand2b_1                 4
inv_1                   16
clkdlybuf4s50_1          5
nor2b_1                  4
nor3_1                   4
a211oi_1                 3
a31oi_1                  4
a21oi_2                  4
ha_4                     7
buf_4                   76
## power by group through the flow
stage	Sequential, mW	Clock [mW]	Combinational [mW]
6_report	0	0	0.430
5_1_grt	0	0	0.469
4_1_cts	0	0	0.417
## critical path, cell delays in order
cell and delay (ns):
clkdlybuf4s50_1 0.42, buf_4 0.18, mux4_2 0.46, mux2i_2 0.19, o21ai_2 0.10, nor4b_2 0.24
nor3_2 0.07, dlygate4sd2_1 0.24
## synthesized netlist by cell type (3+ instances only)
cell type,instances
o21ai_0,14
and4_1,3
nor2b_1,6
clkbuf_1,5
nor2_1,19
nand2b_1,4
buf_2,7
a31oi_1,5
ha_1,24
nand2_1,8
inv_1,25
a21oi_1,14
a211oi_1,3
nand3_1,3
mux2i_1,13
a22oi_1,7
nor3_1,5
xor2_1,4
mux4_2,4
## cell families (layout without fill, tap and decap cells)
kind of cell | Yosys count | after routing
compound gates | 64 | 64
simple gates | 64 | 64
buf+inv | 41 | 137
fa+ha+maj | 26 | 26
mux | 19 | 19
xor+xnor | 6 | 6
## final timing paths
check	start	end
setup / recovery	a_i[5]	alu_o[6]
hold / removal	a_i[1]	alu_o[1]
## final cells by class
| cell class | instances | share of cell area (%) |
|---|---|---|
| Multi-Input combinational cell | 179 | 60.9 |
| Tap cell | 77 | 3.40 |
| Inverter | 25 | 3.31 |
| Timing Repair Buffer | 112 | 32.4 |
## what timing repair did
action / CTS / global route
pin swaps: 32 / 14
gates resized: 93 / 21
hold buffers: 0 / 0
buffers inserted: 14 / 0
setup endpoints to repair: 8 / 7
Power is estimated from default activity; no workload was simulated.
